$ cat run.sh
#!/bin/bash
# OpenROAD 26Q1-2900-gdf79404cd8, Yosys 0.63+post, stock flow scripts
make -C /OpenROAD-flow-scripts/flow DESIGN_CONFIG=/design/flow/config.mk WORK_HOME=/design/flow/orfs finish
$ cat config.mk
export PLATFORM = sky130hd
export DESIGN_NAME = or16
export DESIGN_NICKNAME = or16
export VERILOG_FILES = /design/flow/design.v
export SDC_FILE = /design/flow/constraint.sdc
export NUM_CORES = 4
export LEC_CHECK = 1
export CORE_AREA = 10 10 70 70
export DIE_AREA = 0 0 80 80
$ cat constraint.sdc
current_design or16

set clk_period 1.0
set clk_io_pct 0.2

create_clock -name clk0 -period $clk_period

set non_clock_inputs [all_inputs -no_clocks]
set_input_delay [expr $clk_period * $clk_io_pct] -clock clk0 $non_clock_inputs
set_output_delay [expr $clk_period * $clk_io_pct] -clock clk0 [all_outputs]
$ cat design.v
`default_nettype none
module _nand(
    input wire a,
    input wire b,
    output wire out
);
    assign out = ~(a & b);
endmodule
`default_nettype wire
`default_nettype none
module _or(
    input wire a,
    input wire b,
    output wire out
);
    wire nand_a, nand_b;
    _nand nand_gate_a(
        .a(a),
        .b(a),
        .out(nand_a)
    );
    _nand nand_gate_b(
        .a(b),
        .b(b),
        .out(nand_b)
    );
    _nand nand_gate_ab(
        .a(nand_a),
        .b(nand_b),
        .out(out)
    );
endmodule
`default_nettype wire
`default_nettype none
module or16(
    input wire[15:0] a,
    input wire[15:0] b,
    output wire[15:0] out
);
    _or or_gate_0(
        .a(a[0]),
        .b(b[0]),
        .out(out[0])
    );
    _or or_gate_1(
        .a(a[1]),
        .b(b[1]),
        .out(out[1])
    );
    _or or_gate_2(
        .a(a[2]),
        .b(b[2]),
        .out(out[2])
    );
    _or or_gate_3(
        .a(a[3]),
        .b(b[3]),
        .out(out[3])
    );
    _or or_gate_4(
        .a(a[4]),
        .b(b[4]),
        .out(out[4])
    );
    _or or_gate_5(
        .a(a[5]),
        .b(b[5]),
        .out(out[5])
    );
    _or or_gate_6(
        .a(a[6]),
        .b(b[6]),
        .out(out[6])
    );
    _or or_gate_7(
        .a(a[7]),
        .b(b[7]),
        .out(out[7])
    );
    _or or_gate_8(
        .a(a[8]),
        .b(b[8]),
        .out(out[8])
    );
    _or or_gate_9(
        .a(a[9]),
        .b(b[9]),
        .out(out[9])
    );
    _or or_gate_10(
        .a(a[10]),
        .b(b[10]),
        .out(out[10])
    );
    _or or_gate_11(
        .a(a[11]),
        .b(b[11]),
        .out(out[11])
    );
    _or or_gate_12(
        .a(a[12]),
        .b(b[12]),
        .out(out[12])
    );
    _or or_gate_13(
        .a(a[13]),
        .b(b[13]),
        .out(out[13])
    );
    _or or_gate_14(
        .a(a[14]),
        .b(b[14]),
        .out(out[14])
    );
    _or or_gate_15(
        .a(a[15]),
        .b(b[15]),
        .out(out[15])
    );
endmodule
`default_nettype wire
==> reports/metrics.csv <==
metric,value,unit
final.min_clock_period,0.9547,ns
gpl.final_weighted_congestion,0.7581,
boundaryPins,48,
outcome,"complete, no violations",
tool_warnings,32,
worstPathBufferInverterCount,2,
hold_ws,0.7409,ns
dp_cells,110,
setup_tns,0,ns
maxSlewViolCount,0,
cellLeakagePower,0.2475,nW
yosysCellCount,32,
core_area,3416,um2
ant_nets,0,
detailed_place_hpwl,974.9,um
worstSetupEndpointType,primary output,
worstHoldPathType,in -> out,
nClkBuffers,0,
share_of_cells_above_drive_strength_1,25.00,%
slew_headroom,96.72,%
comb_area,100.1,um2
crit_arrival,0.75,ns
max_freq,1.047,GHz
power.density_cell_area,231.7,nW/um2
timing.critical_path.slowest_stage_cell,dlygate4sd2_1,
dr_total_vias,274,
tightest_slew,0.04922,ns
final-instance-count-excl-fill,110,
cp_cell_sequence,dlygate4sd2_1 > or2_1 > buf_2,
final-seq-area,0,um2
drt_first_iter_violations,1,
worst_setup_path_startpoint,a[8],
crit_path_max_incr_delay,0.22,ns
global_route.usage.total,2.886,%
largest_vdd_supply_drop,42.04,uV
placement_rows,21,
grt_antenna_before_repair,0,
grt_pass1_vias,319,
cp-start-kind,input port,
floorplan.die.width,80,um
finalHoldViolCount,0,
place_ws,-0.4504,ns
rsz_0062_raised_after_global_routing,false,
fillers,413,
gr-total-overflow,0,
drtPass1Iterations,2,
post-route-period-util,95.47,%
syn-cell-area,220.2,um2
drt-wirelength-per-cell,8.936,um
hold_path.startpoint,b[9],
post_drt_via_cell_ratio,2.491,
fp-utilization,6.447,%
ys_seq_share,0,%
worst_slack,0.04527,ns
cp_max_fo,1,
max-cap-violations,0,
num_antenna_cells,0,
fp.dieArea,6400,um2
synthCells,32,
timing.critical_path.required,0.80,ns
die_y,80,um
grt_first_pass_wirelength,1.552,mm
route.detailed.drc,0,
synthDistinctLibCells,2,
cpLargestDelayFamily,buffers and inverters,
syn_to_final_growth,135.2,%
yosys_chip_area,220.2,um2
grt_max_degree,2,
final_util,15.16,%
yosysWarningCount,0,
report.final.setup_viol,0,
drt_wl_total,983,um
synth.avg_cell_area,6.882,um2
worst-path-stages,3,
critical_path_class,in -> out,
worst_setup_path_endpoint,out[8],
seq_cells,0,
place.port_buffers,48,
[worst min-delay path, cell delays in order]
cell and delay (ns):
dlygate4sd2_1 0.18, or2_1 0.08, buf_2 0.08
[layer usage]
metal  vias up  track usage, %  wire length [um]
li1        144               -                 -
met1       110           3.098               339
met2        20           5.457               534
met3         0           1.136               109
met4         0               0                 0
met5         -               0                 0
[per-stage QoR]
step / power (mW) / instance area, um2
floorplan: 0.05892 / 220.2
global placement: 0.1990 / 638.1
detailed placement: 0.2004 / 638.1
CTS: 0.1238 / 518.0
global route: 0.1374 / 518.0
finish: 0.1200 / 518.0
[area by class of cell]
class	instances	area share (%)
Tap cell	46	11.11
Timing Repair Buffer	48	69.57
Multi-Input combinational cell	16	19.32
[how the worst min path moves through the flow]
stage | depth (start not counted) | slack [ns] | endpoint
CTS | 3 | 0.74 | out[9]
global route | 3 | 0.76 | out[12]
finish | 3 | 0.74 | out[9]
[what timing repair did]
item / 4_1_cts / 5_1_grt
buffers inserted: 0 / 0
hold buffers: 0 / 0
endpoints found under the setup margin: 16 / 0
gates resized: 81 / 0
[cells in the mapped netlist]
| master | instances | area share [%] |
|---|---|---|
| or2_1 | 16 | 45 |
| buf_4 | 16 | 55 |
[logic make-up after synthesis]
logic type	count (synthesis)	synth area share [%]
AND/OR/NAND/NOR	16	45.46
buffers and inverters	16	54.55
[where the power goes]
group | internal (mW) | switching [mW]
logic | 0.0975 | 0.0225
clock network | 0 | 0
registers | 0 | 0
total | 0.0975 | 0.0225
[placed cells by master, fill, tap and decap left out]
cell,n
buf_2,16
dlygate4sd2_1,32
or2_1,16
Power is estimated from default activity; no workload was simulated.
